==> design.v <==
module refModel (
    output logic [31:0] o_tdata1,
    output logic [31:0] o_tdata2,
    output logic        o_tvalid,
    input  logic        o_tready,  
    input  logic        reset,
    input  logic        sClk,  
    input  logic [63:0] vita_time,
    input  logic [63:0] vita_time_trigger,
    input  logic [31:0] len_PRI,
    input  logic [31:0] duration_wave,
    input  logic [2:0]  type_wave,  
    input  logic        sRun
);
    typedef enum logic [1:0] {  
        WAIT_FOR_PARAM,
        WAVE_GEN
    } state_t;
    state_t state;  
    logic [2:0] i;  
    int sampleCounter;
    logic waveDone;  
    logic [2:0] typeWave;
    logic [31:0] lenPRI;
    logic [31:0] durationWave;
    int bw = 100000;   
    int f_tone = 10000;   
    logic [31:0] data1;   
    logic [31:0] data2;   
    always_ff @(posedge sClk) begin
        if (reset) begin
            state <= WAIT_FOR_PARAM;
        end else begin
            case(state)
                WAIT_FOR_PARAM: begin
                    if (sRun) begin
                        state <= WAVE_GEN;
                    end else begin
                        state <= WAIT_FOR_PARAM;
                    end
                end
                WAVE_GEN: begin
                    if (!sRun || waveDone) begin  
                        state <= WAIT_FOR_PARAM;
                    end else begin
                        state <= WAVE_GEN;  
                    end
                end
                default: state <= WAIT_FOR_PARAM;  
            endcase
        end
    end
    always_ff @(posedge sClk) begin
        if (reset) begin
            o_tdata1 <= 0;
            o_tdata2 <= 0;
            o_tvalid <= 0;
            i <= 0;
            waveDone <= 0;
        end else begin
            o_tdata1 <= o_tdata1;  
            o_tdata2 <= o_tdata2;
            o_tvalid <= 0;  
            case(state)
                WAIT_FOR_PARAM: begin
                    i <= 0;  
                    waveDone <= 0;  
                    sampleCounter<=0;
                    if(sRun) begin  
                        typeWave<=type_wave;
                        lenPRI<=len_PRI;
                        durationWave<=duration_wave;
                    end
                end
                WAVE_GEN: begin
                    if (!waveDone) begin  
                        if (o_tready) begin
                            i++;
                            if(i>=2) begin  
                                sampleCounter++;
                                if(typeWave==0) begin  
                                end else if(typeWave==1) begin  
                                end else begin  
                                end
                                if(sampleCounter<=durationWave) begin  
                                    o_tdata1 <= data1;
                                    o_tdata2 <= data2;
                                    o_tvalid <= 1;
                                end else begin  
                                    o_tdata1 <= 0;
                                    o_tdata2 <= 0;
                                    o_tvalid <= 1;
                                end
                                if (sampleCounter >= lenPRI - 1) begin
                                    waveDone <= 1;
                                end
                            end
                        end
                    end else begin  
                        o_tvalid <= 0;  
                        i <= 0;  
                    end
                end
            endcase
        end
    end
endmodule
==> run.sh <==
#!/bin/bash
# OpenROAD 26Q1-2900-gdf79404cd8, Yosys 0.63+post, stock flow scripts
make -C /OpenROAD-flow-scripts/flow DESIGN_CONFIG=/design/flow/config.mk WORK_HOME=/design/flow/orfs finish
==> config.mk <==
export PLATFORM = sky130hd
export DESIGN_NAME = refModel
export DESIGN_NICKNAME = refModel
export VERILOG_FILES = /design/flow/design.v
export SDC_FILE = /design/flow/constraint.sdc
export NUM_CORES = 4
export LEC_CHECK = 1
export CORE_UTILIZATION = 30
==> constraint.sdc <==
current_design refModel

set clk_period 7.9
set clk_io_pct 0.2

create_clock -name clk0 -period $clk_period [get_ports {sClk}]

set non_clock_inputs [all_inputs -no_clocks]
set_input_delay [expr $clk_period * $clk_io_pct] -clock clk0 $non_clock_inputs
set_output_delay [expr $clk_period * $clk_io_pct] -clock clk0 [all_outputs]
==> impl_metrics.toml <==
# generated from flow reports
[pwr]
p_sw_share_pct = 22.2
p_int_uw = 733
pwr-share-comb_pct = 9.3
ir_drop_uv = 123
p_sw_uw = 210
seqPwrFrac_pct = 47.1
powerDensity_nw_per_um2 = 170
clkPwrFrac_pct = 43.6
p_leak_uw = 0.00209

[logic_synthesis]
ys_sh_aoi_pct = 4.67
area_leaders = "edfxtp_1, buf_4, ha_1"
synthCells = 459
yosys_area_um2 = 4830
ys_seq_share_pct = 42.7
top_logic_kind = "simple AND/OR/NAND/NOR gates"
adder_share_pct = 9.33
synth-edff-count = 64
mux_share_pct = 0.415
yosys_cells = 459
yosys.area.top_type_share_pct = 39.8
flop_cell = "edfxtp_1"
postSynthAreaPerCell_um2 = 10.5
xor_share_pct = 11.1
ys_ff = 71
top_area_cell = "edfxtp_1"
yosys_warnings = 65
ys_types = 45
ys_sh_simple_pct = 20.8
synth_area_um2 = 4830
synthArstFlopShare_pct = 0

[clock_network]
cts_buffer_depth = 2
cts_resized = 0
cts_tree = "yes"
holdBufCountCts = 0
htreeDepth = 3
clk_pin_slew_ns = 0.06
cts_inserted_buffers = 9
cts_root_buf = "clkbuf_16"
cts.sinks = 71
clk_latency_ns = 0.33
cts_setup_buffers = 0

[layout]
final-comb-area_um2 = 2480
area_growth_pct = 14.7
nFillCells = 1564
final_area_um2 = 5540
regArea_um2 = 2060
stdcell_count = 723
drive_above_1_share_pct = 5.13
fin_util_pct = 35.1

[grt]
grt_usage_pct = 10.4
antenna_found_initial = 0
overflow = 0
grt_pass1_wl_um = 13300
grt_start_max_net_pins = 41
grt_pass1_vias = 2832

[setup_path]
crit_required_ns = 8.12
cp-start-kind = "flip-flop"
rrSetupSlack_ns = 4.27
endpoint_kind = "flip-flop"
worst-path-stages = 10
crit_family = "simple AND/OR/NAND/NOR gates"
startpoint = "lenPRI[7]"
crit_type = "reg -> reg"
critPathBufInv = 0
slowest_stage = "nor4_1"
crit_fanout = 7
critical_path.max_stage_delay_ns = 0.51
r2r_end = "waveDone"
r2r_cells = 10
crit_path_end = "waveDone"
r2r-start = "lenPRI[7]"
cp_data_arrival_time_ns = 3.85
cp_cell_sequence = "nor4_1 > nand4_1 > nor3_1 > xnor2_1 > ha_1 > nand4_1 > or3_1 > nor3_1 > nor4_1 > a2111oi_0"

[drt]
antenna-diode-count = 0
wl_per_cell_um = 11.4
drtPass1Iterations = 4
drt-total-wl_um = 8270
final_antenna_net_count = 0
vias_per_cell = 4.40
post-route-drc-count = 0
vias = 3178
drtIter0Drc = 144

[placement]
finalWeightedCongestion = 0.799
port_buffers = 36
dp.cells = 707
placed_area_um2 = 5230
dp_hpwl_um = 6180
post-place-ws_ns = 4.31

[timing]
fmax_mhz = 276
finalClockPeriodUsage_pct = 45.9
hold_viol_final = 0
worst_slew_pin_slew_ns = 0.564
finalMaxSlewViolations = 0
fin_ws_ns = 4.27
slew_headroom_pct = 62.1
fin_setup_tns_ns = 0
fin_crit_ns = 3.63
clock_skew_ns = 0.00455
rsz0062_at_grt = "false"
setup_viol = 0

[die]
ios = 264
fp.coreArea_um2 = 15800
fp.dieW_um = 129
die_area_um2 = 16600
fp_util_pct = 30.6
rows = 46
die_h_um = 129

[flow_run]
maxCapViolCount = 0
tool_warnings = 189

[run_status]
status = "finished clean"

[min_path]
hold_class = "reg -> reg"
-- worst min-delay path by stage --
stage | start | end | slack (ns) | cells after the start
6_report | i[1] | i[1] | 0.53 | 2
5_1_grt | i[1] | i[1] | 0.56 | 2
4_1_cts | i[1] | i[1] | 0.53 | 2
-- power by group through the flow --
stage	logic [µW]	clock network [µW]	registers, µW
CTS	89.5	419	444
global route	100	434	446
finish	88.0	411	444
-- registers in the layout, summed over array words and instances, names as in the netlist --
signal,flops
i,3
lenPRI,32
o_tvalid,1
sampleCounter,32
state,2
waveDone,1
-- placed cells by master, fill, tap and decap left out, types with 3 or more instances in the layout --
master           count
clkbuf_16           11
nand2b_1             4
conb_1              64
xor2_1              31
nand2_1             27
nor4_1              14
edfxtp_1            64
a2111oi_0            3
a21oi_1             11
clkdlybuf4s50_1     36
a211oi_1             3
nor3_1              15
inv_1                6
ha_1                36
nor2b_1              3
o21ai_0              3
nand4_1             13
a21o_1               3
and2_1              32
and3_1               6
nand3_1             17
and4_1               7
buf_4                4
nor2_1              24
dfxtp_1              7
xnor2_1             30
nand3b_1             3
-- cells by family (layout without fill, tap and decap cells) --
group	after synthesis	in the layout
other cells	1	64
compound gates	34	34
fa+ha+maj	36	36
simple gates	177	177
mux	2	2
xor+xnor	61	61
buf+inv	77	62
flops	71	71
-- cell usage after synthesis, types with 3 or more instances --
cell type  instances
a2111oi_0          3
a211oi_1           3
a21o_1             3
a21oi_1           12
and2_1            32
and3_1             6
and4_1             7
buf_4             64
clkbuf_1           7
dfxtp_1            7
edfxtp_1          64
ha_1              36
inv_1              6
nand2_1           27
nand2b_1           4
nand3_1           17
nand3b_1           3
nand4_1           13
nor2_1            24
nor2b_1            3
nor3_1            15
nor4_1            14
o21ai_0            3
xnor2_1           30
xor2_1            31
-- layer usage --
| layer | GRT usage (%) | vias up | routed length (µm) |
|---|---|---|---|
| met5 | 0 | - | 0 |
| met4 | 2.15 | 0 | 163 |
| met3 | 2.88 | 11 | 585 |
| met2 | 16.3 | 112 | 3730 |
| met1 | 14.7 | 1440 | 3790 |
| li1 | - | 1615 | - |
-- cell type report --
cell class | count | share of cell area, %
Sequential cell | 71 | 37.2
Tap cell | 216 | 4.88
Multi-Input combinational cell | 374 | 44.8
Clock buffer | 13 | 5.29
Clock inverter | 3 | 0.361
Inverter | 6 | 0.407
Timing Repair Buffer | 40 | 7.05
-- worst register-to-register path, cell delays in order, from the launching register on --
cell	delay, ns
edfxtp_1	0.46
nor4_1	0.52
nand4_1	0.49
nor3_1	0.32
xnor2_1	0.11
ha_1	0.32
nand4_1	0.19
or3_1	0.43
nor3_1	0.21
nor4_1	0.13
a2111oi_0	0.34
-- stage by stage --
stage	power [µW]	hold slack, ns
5_1_grt	980	0.563
3_3_place_gp	538	0.499
6_report	943	0.531
2_1_floorplan	526	0.481
3_5_place_dp	540	0.522
4_1_cts	953	0.535
No activity file was given, so power comes from the tool's default toggle rates.
